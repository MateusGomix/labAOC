===== config.mk =====
export PLATFORM = sky130hd
export DESIGN_NAME = memDados
export DESIGN_NICKNAME = memDados
export VERILOG_FILES = /design/flow/design.v
export SDC_FILE = /design/flow/constraint.sdc
export NUM_CORES = 4
export LEC_CHECK = 1
export CORE_UTILIZATION = 50

===== constraint.sdc =====
current_design memDados

set clk_period 46.1
set clk_io_pct 0.2

create_clock -name clk0 -period $clk_period [get_ports {clk}]

set non_clock_inputs [all_inputs -no_clocks]
set_input_delay [expr $clk_period * $clk_io_pct] -clock clk0 $non_clock_inputs
set_output_delay [expr $clk_period * $clk_io_pct] -clock clk0 [all_outputs]

===== design.v =====
module memDados
#(parameter DATA_WIDTH=32, parameter ADDR_WIDTH=6)
(
	input [(DATA_WIDTH-1):0] data,
	input [(ADDR_WIDTH-1):0] addr,
	input we, re, clk,
	output reg [(DATA_WIDTH-1):0] q
);
	reg [DATA_WIDTH-1:0] ram[2**ADDR_WIDTH-1:0];
	always @ (negedge clk)
	begin
		if (we)
			ram[addr] = data;
	end
	always @ (*)
		if (re)
			q = ram[addr];
endmodule

===== run.sh =====
#!/bin/bash
# OpenROAD 26Q1-2900-gdf79404cd8, Yosys 0.63+post, stock flow scripts
make -C /OpenROAD-flow-scripts/flow DESIGN_CONFIG=/design/flow/config.mk WORK_HOME=/design/flow/orfs finish

==> impl_metrics.toml <==
# generated from flow reports
[global_routing]
grt_pass1_vias = 55924
antenna_found_initial = 8
grt_usage = 0.336
grt_pass1_wl_mm = 337
grt-ovfl-total = 0
grt_max_degree = 117

[power]
power.leakage_uw = 0.0383
ir_worst_vdd_uv = 37.5
power.density_nw_per_um2 = 48.4

[synthesis]
top_area_cell = "edfxtp_1"
simple_gate_share = 0.0271
synth.distinct_cells = 53
topCellsByArea = "edfxtp_1, a221oi_1, a22oi_1"
synth-area-yosys_sq_um = 77900
synth.avg_cell_area_sq_um = 17.8
ys_cells = 4369
netlist_instances = 4369
syn_area_sq_um = 77900
synth.logic.top_family = "AND-OR/OR-AND gates"
synth-edff-count = 2048
synth-seq-cells = 2080
yosysWarnings = 1
yosysTopAreaCellShare = 0.789
compound_area_frac = 0.123
synthAdderAreaFrac = 0
synthFlopType = "edfxtp_1"
xor_share = 0
async_flop_share = 0
synthMuxAreaShare = 0.0339

[clocking]
cts_tree = "done"
cts-root-buf = "clkbuf_16"
post_cts_buffers = 0
clockBufferDepth = 3
postCtsHoldBufs = 0
cts_resized = 0
numCtsBuffers = 212
htree_num_levels = 4
cts.clk_slew.worst_paths_ns = 0.03

[finish]
lay_top_count = "inv_1"
syn2layout_area_growth_pct = 23.2
comb_area_sq_um = 14900
drive_gt1_frac = 0.109
fillerInstances = 10653
fin_util = 0.622
final_cell_mix = "inv_1, edfxtp_1, a221oi_1"
final_area_sq_um = 96000
regArea_sq_um = 62000

[route]
num_vias = 50629
postRouteWirelength_mm = 232
viasPerCell = 5.78
drc = 0
wl_per_cell_microns = 26.5
drtAntennaViolNets = 0
dr.pass1.iters = 8
drtIter0Drc = 3625

[sta]
finalHoldViolations = 0
fin_tns_setup_ns = 0
report.final.slew_viol_count = 0
unclocked_regs = 32
untimed_endpoints = 64
rsz0062_at_grt = "false"
worst_pin_slew_ns = 1.04
slew_headroom = 0.301
setup_viol = 0

[floorplan]
io_pins = 73
row_count = 144
fp_util = 0.505
fp.dieArea_sq_um = 157000
die.size.y_microns = 397
die_x_microns = 397
core_area_sq_um = 154000

[place]
place_area_sq_um = 81600
dp_hpwl_mm = 133
io_buffers = 72
place_congestion = 0.996

[setup_path]
criticalPathCategory = "in -> reg"
crit_required_ns = 23.45
critPathLaunch = "addr[2]"
cp-start-kind = "primary input"
path_max_fanout = 71
critPathCaptureType = "register"
arrival_ns = 12.26

[worst_hold_path]
hp-class = "in -> reg"
hold_start = "data[1]"

[job]
max_cap_viol_count = 0
warnings = 1033

[status]
status = "finished clean"
==> area by class of cell <==
cell class	instances	share of cell area
Inverter	4	0.000261
Timing Repair Buffer	269	0.0216
Clock inverter	2207	0.0944
Sequential cell	2080	0.645
Tap cell	2044	0.0266
Multi-Input combinational cell	1932	0.155
Clock buffer	217	0.0565
Antenna cell	1	0.0000261
==> worst max-delay path, stage by stage <==
cell and delay [ns]:
buf_8 0.40, buf_4 0.69, nand3_1 0.59, buf_4 0.42, nor2_4 0.10, buf_4 0.48
==> logic make-up after synthesis <==
group / after synthesis
flip-flops: 2048
latches: 32
AND/OR/NAND/NOR: 443
AND-OR/OR-AND: 1251
multiplexers: 238
buffers and inverters: 357
==> final timing paths <==
check | end | slack, ns | cells after the start
min | ram[5][1]$_DFFE_NP_ | 31.90 | 1
max | ram[7][18]$_DFFE_NP_ | 11.20 | 6
==> registers in the layout (all words and copies together) (netlist names) <==
| register | flops |
|---|---|
| q | 32 |
| ram | 2048 |
==> power breakdown <==
part,internal [uW],switching [uW],total (uW)
registers,2080,3.92,2090
clock network,1210,1130,2340
logic,58.2,169,227
==> synth_stat cells, types with 22 or more instances <==
cell type,instances
mux2_2,87
nor3_1,45
nand2_1,68
o22ai_1,168
buf_2,124
mux2i_1,118
mux2_1,22
dlxtp_1,32
a21oi_1,80
a221oi_1,601
edfxtp_1,2048
a22oi_1,205
nor2_1,235
buf_1,23
o21ai_0,85
clkbuf_1,181
==> through the flow <==
stage          hold slack, ns  worst slack (ns)  cells  total power (uW)
2_1_floorplan           32.37             10.71   4369              2470
3_3_place_gp            32.69             10.57   6330              2590
3_5_place_dp            32.69             10.54   6330              2600
4_1_cts                 31.86             11.37   8753              4720
5_1_grt                 31.85             11.16   8753              4950
6_report                31.90             11.20   8754              4650
==> routing by layer <==
metal,share of wire,global-route usage,vias to the layer above
met1,0.33,0.412,24346
met5,0.0018,0.0231,-
met3,0.18,0.296,386
met2,0.44,0.417,3046
met4,0.045,0.173,16
li1,-,-,22835
Power is estimated from default activity; no workload was simulated.
